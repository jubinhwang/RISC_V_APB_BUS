`design/flow/run.sh`:
```
#!/bin/bash
# OpenROAD 26Q1-2900-gdf79404cd8, Yosys 0.63+post, stock flow scripts
make -C /OpenROAD-flow-scripts/flow DESIGN_CONFIG=/design/flow/config.mk WORK_HOME=/design/flow/orfs finish
```
`design/flow/constraint.sdc`:
```
current_design APB_Manager

set clk_period 5.5
set clk_io_pct 0.2

create_clock -name clk0 -period $clk_period [get_ports {PCLK}]

set non_clock_inputs [all_inputs -no_clocks]
set_input_delay [expr $clk_period * $clk_io_pct] -clock clk0 $non_clock_inputs
set_output_delay [expr $clk_period * $clk_io_pct] -clock clk0 [all_outputs]
```
`design/flow/config.mk`:
```
export PLATFORM = sky130hd
export DESIGN_NAME = APB_Manager
export DESIGN_NICKNAME = APB_Manager
export VERILOG_FILES = /design/flow/design.v
export SDC_FILE = /design/flow/constraint.sdc
export NUM_CORES = 4
export LEC_CHECK = 1
export CORE_AREA = 10 10 171 171
export DIE_AREA = 0 0 181 181
```
`design/flow/design.v`:
```
`timescale 1ns / 1ps
module APB_Manager (
    input  logic        PCLK,
    input  logic        PRESET,
    output logic [31:0] PADDR,
    output logic        PWRITE,
    output logic        PENABLE,
    output logic [31:0] PWDATA,
    output logic        PSEL0,
    output logic        PSEL1,
    output logic        PSEL2,
    output logic        PSEL3,
    input  logic [31:0] PRDATA0,
    input  logic [31:0] PRDATA1,
    input  logic [31:0] PRDATA2,
    input  logic [31:0] PRDATA3,
    input  logic        PREADY0,
    input  logic        PREADY1,
    input  logic        PREADY2,
    input  logic        PREADY3,
    input  logic        transfer,
    input  logic        write,
    input  logic [31:0] addr,
    input  logic [31:0] wdata,
    output logic [31:0] rdata,
    output logic        ready
);
    logic       decoder_en;
    logic [1:0] mux_sel;
    logic temp_write_reg, temp_write_next;
    logic [31:0] temp_addr_reg, temp_addr_next;
    logic [31:0] temp_wdata_reg, temp_wdata_next;
    logic [3:0] pselx;
    assign {PSEL3, PSEL2, PSEL1, PSEL0} = pselx;
    typedef enum {
        IDLE,
        SETUP,
        ACCESS
    } apb_state_e;
    apb_state_e state, next_state;
    always_ff @(posedge PCLK, posedge PRESET) begin
        if (PRESET) begin
            state <= IDLE;
            temp_write_reg <= 0;
            temp_addr_reg <= 0;
            temp_wdata_reg <= 0;
        end else begin
            state <= next_state;
            temp_write_reg <= temp_write_next;
            temp_addr_reg <= temp_addr_next;
            temp_wdata_reg <= temp_wdata_next;
        end
    end
    always_comb begin
        next_state      = state;
        temp_write_next = temp_write_reg;
        temp_addr_next  = temp_addr_reg;
        temp_wdata_next = temp_wdata_reg;
        decoder_en      = 1'b0;
        PADDR           = temp_addr_reg;
        PWRITE          = temp_write_reg;
        PWDATA          = temp_wdata_reg;
        PENABLE         = 1'b0;
        case (state)
            IDLE: begin
                decoder_en = 1'b0;
                if (transfer) begin
                    next_state      = SETUP;
                    temp_write_next = write;
                    temp_addr_next  = addr;
                    temp_wdata_next = wdata;
                end
            end
            SETUP: begin
                decoder_en = 1'b1;
                PENABLE    = 1'b0;
                PADDR      = temp_addr_reg;
                PWRITE     = temp_write_reg;
                next_state = ACCESS;
                if (temp_write_reg) begin
                    PWDATA = temp_wdata_reg;
                end
            end
            ACCESS: begin
                decoder_en = 1'b1;
                PENABLE    = 1'b1;
                if (ready & !transfer) begin
                    next_state = IDLE;
                end else if (ready & transfer) begin
                    next_state = SETUP;
                end else begin
                    next_state = ACCESS;
                end
            end
        endcase
    end
    APB_Decoder U_APB_DECODER (
        .en     (decoder_en),
        .sel    (temp_addr_reg),
        .y      (pselx),
        .mux_sel(mux_sel)
    );
    APB_Mux U_APB_MUX (
        .sel   (mux_sel),
        .rdata0(PRDATA0),
        .rdata1(PRDATA1),
        .rdata2(PRDATA2),
        .rdata3(PRDATA3),
        .ready0(PREADY0),
        .ready1(PREADY1),
        .ready2(PREADY2),
        .ready3(PREADY3),
        .rdata (rdata),
        .ready (ready)
    );
endmodule
module APB_Decoder (
    input  logic        en,
    input  logic [31:0] sel,
    output logic [ 3:0] y,
    output logic [ 1:0] mux_sel
);
    always_comb begin
        y = 4'b0000;
        if (en) begin
            casex (sel)
                32'h1000_0xxx: y = 4'b0001;   
                32'h1000_1xxx: y = 4'b0010;   
                32'h1000_2xxx: y = 4'b0100;   
                32'h1000_3xxx: y = 4'b1000;   
            endcase
        end
    end
    always_comb begin
        mux_sel = 2'dx;
        if (en) begin
            casex (sel)
                32'h1000_0xxx: mux_sel = 2'd0;   
                32'h1000_1xxx: mux_sel = 2'd1;   
                32'h1000_2xxx: mux_sel = 2'd2;   
                32'h1000_3xxx: mux_sel = 2'd3;   
            endcase
        end
    end
endmodule
module APB_Mux (
    input  logic [ 1:0] sel,
    input  logic [31:0] rdata0,
    input  logic [31:0] rdata1,
    input  logic [31:0] rdata2,
    input  logic [31:0] rdata3,
    input  logic        ready0,
    input  logic        ready1,
    input  logic        ready2,
    input  logic        ready3,
    output logic [31:0] rdata,
    output logic        ready
);
    always_comb begin
        rdata = 32'b0;
        case (sel)
            2'b00: rdata = rdata0;
            2'b01: rdata = rdata1;
            2'b10: rdata = rdata2;
            2'b11: rdata = rdata3;
        endcase
    end
    always_comb begin
        ready = 1'b0;
        case (sel)
            2'b00: ready = ready0;
            2'b01: ready = ready1;
            2'b10: ready = ready2;
            2'b11: ready = ready3;
        endcase
    end
endmodule
```
==> results_slide.txt <==
Implementation Results

Cells and area
  • Post-route design area: slightly above 7000 um2
  • Commonest Layout Cell: clkdlybuf4s50_1
  • Most frequent cells in the layout: clkdlybuf4s50_1 (302), dfrtp_1 (67), mux2_2 (65)
  • Share of layout cells above drive strength 1: 0.223
  • Final core occ: 0.278
  • Layout area overhead: 109%

GRT
  • Initial antenna violation count: 0
  • First-pass GRT wire length: between 20000 and 30000 um
  • Largest net degree at the start of global routing: roughly 50
  • Gr usage total: 0.103
  • GRT overflow: 0
  • Vias in the first global route: roughly 3900

Final timing
  • Setup Viol. Count Final: 0
  • Skew final: between 0.009 and 0.01 ns
  • Worst slew margin: 0.550
  • Slew of the pin with the lowest slew margin: 0.675 ns
  • RSZ-0062 raised after global routing: false
  • Tmin final: between 4 and 5 ns
  • Setup_tns: 0 ns
  • Final Hold Violating Endpoints: 0
  • Final slew viol count: 0
  • Highest clock rate: approximately 0.24 GHz
  • Post-layout period usage of the worst path: 0.765

Logic synthesis
  • Cell Area, Synth: between 3000 and 4000 um2
  • FF+latch count, synth: ~70
  • Cells in synth_stat.txt: between 200 and 300
  • Yosys stat area: roughly 3400 um2
  • Mapped Cells: about 250
  • Ys Warns: 3
  • Syn_area_per_cell: approximately 13 um2
  • Unique masters post-synth: 23
  • Post-synthesis sequential area ratio: 0.505

Power
  • Sw Ratio: 0.237
  • Max VDD drop: approximately 0.00022 V
  • Combinational Power Share: 0.388
  • Sequential share of power: 0.372
  • Clk pwr share: 0.240
  • Switching pwr: ~0.58 mW
  • Internal power: 1.85 mW
  • Pwr dens: between 300 and 400 nW/um2
  • P_leak: 2.70 nW

Clock network
  • TritonCTS Sinks: 68
  • Clock slew at reported path FFs: approximately 0.060 ns
  • CTS tree: yes
  • Worst skew pair latency: about 0.34 ns
  • Htree depth: 3
  • CTS Hold Bufs: 0
  • Post-CTS sizing: 0
  • Root Driver: clkbuf_16
  • Post-CTS Setup Bufs: 0
  • CTS Buffer Depth: 2
  • CTS buffer count: 9

Worst setup path
  • Setup crit end kind: output port
  • Crit path from: temp_addr_reg[24]$_DFFE_PP0P_
  • Worst Path Arrival: roughly 3.1 ns
  • Reg2Reg Setup Slack: around 3.2 ns
  • Req. time, crit path: 4.40 ns
  • Crit path kind: reg -> out
  • CP max FO: 33
  • Worst-case reg-to-reg path depth: 6
  • Worst setup path end: rdata[26]
  • RR Endpoint: state[1]$_DFF_PP0_
  • Worst r2r src: temp_addr_reg[24]$_DFFE_PP0P_
  • Crit start category: flop

Placement
  • Post-place instance area: 6750 um2
  • Port buffer count: 302
  • Placed wire-length estimate: ~14000 um
  • Routability Congestion: roughly 0.82

Routing
  • Final WL: 17500 um
  • Drt initial violations: approximately 100
  • Inserted Diodes: 0
  • Drt first pass iters: 4
  • Antenna viol nets, final: 0
  • Routed vias/inst: between 3 and 4
  • Total number of vias: approximately 3500
  • Wire length per cell: a little under 20 um
  • Drc violations: 0

Floorplanning
  • Ports: ~300
  • Chip Height: 181 um
  • Pre-Place Util: 0.133
  • Core area: 25300 um2
  • Core Rows: roughly 58
  • Die area: 32800 um2
  • Die X: about 180 um

Run
  • OpenROAD warning count: 25
  • Number of max-cap violations: 0

Min path
  • Hold WC Path Type: reg -> reg

Outcome
  • Outcome: complete, no violations
worst min-delay path by stage:
stage	cells past startpoint	end	start	slack, ns
6_report	2	state[0]$_DFF_PP1_	state[0]$_DFF_PP1_	0.49
5_1_grt	2	state[0]$_DFF_PP1_	state[0]$_DFF_PP1_	0.50
4_1_cts	2	state[0]$_DFF_PP1_	state[0]$_DFF_PP1_	0.49
cells by family (layout without fill, tap and decap cells):
family	count (synthesis)	in the layout	synth area share
AOI/OAI and AO/OA	70	70	0.201
DFF	68	68	0.505
muxes	66	66	0.220
buffers and inverters	25	327	0.0360
and+or+nand+nor	24	24	0.0379
power by group through the flow:
stage | Combinational (mW) | Sequential (mW) | Clock (mW)
6_report | 0.941 | 0.902 | 0.581
5_1_grt | 1.03 | 0.938 | 0.632
4_1_cts | 0.970 | 0.903 | 0.614
per-layer routing:
layer / GRT usage / part of all wire / routed length, um
met5: 0 / 0 / 0
met4: 0.0169 / 0.020 / 352
met3: 0.0539 / 0.13 / 2280
met2: 0.161 / 0.45 / 7790
met1: 0.126 / 0.40 / 7080
synthesized netlist by cell type (all sizes together):
| cell | instances | area (um2) |
|---|---|---|
| dfrtp | 67 | 1680 |
| mux2 | 65 | 732 |
| o221a | 32 | 360 |
| o22a | 32 | 280 |
| clkbuf | 15 | 56.3 |
| buf | 7 | 53.8 |
| nor2 | 7 | 26.3 |
| nand2 | 5 | 18.8 |
| inv | 3 | 11.3 |
| nor4 | 3 | 18.8 |
| o21ai | 3 | 15.0 |
| nand2b | 2 | 12.5 |
| nand3 | 2 | 10.0 |
| nor3 | 2 | 10.0 |
| a21o | 1 | 7.51 |
| dfstp | 1 | 26.3 |
| mux2i | 1 | 10.0 |
| nor4b | 1 | 15.0 |
| o22ai | 1 | 6.26 |
| o2bb2ai | 1 | 8.76 |
| or3 | 1 | 6.26 |
| or4b | 1 | 10.0 |
cell type report:
class,instances,area (um2)
flip-flops and latches,68,1700
inverters,3,11.3
fillers,2600,18300
well taps,330,413
clock buffers,10,239
multi-input cells,160,1560
clock inverters,6,62.6
repair buffers,308,3070
metrics by stage:
stage,power (mW),setup slack [ns],hold slack (ns),instances
5_1_grt,2.60,1.05,0.504,885
3_5_place_dp,1.86,1.55,0.481,869
2_1_floorplan,1.09,2.59,0.445,253
6_report,2.42,1.29,0.487,885
4_1_cts,2.49,1.12,0.491,885
3_3_place_gp,1.87,1.55,0.471,869
critical path, stage by stage, from the launching register on:
cell and delay (ns):
dfrtp_1 0.41, nor4_1 0.49, nand2_1 0.23, or4b_1 0.50, buf_4 0.27, o22a_1 0.23, o221a_2 0.13, clkdlybuf4s50_1 0.49
Power and IR drop assume default switching activity.
